==> flow/design.v <==
`timescale 1ns / 10ps
module SPI (input clk,
				input cs,
				input sck, 
				input mosi,
				output data_ready,
				output reg [7:0] received_data);
wire SPI_start;
wire SPI_stop;
wire sck_r;
wire sck_f;
wire cs_s;
wire data_read = sck_r;
reg [7:0] data;
always @(posedge data_read) begin
	if (~cs_s) begin 
		data <= {data[6:0], mosi};
	end 
	received_data <= data;
end
assign data_ready = cs_s;
synchronization i_dut0(
	.clk(clk),
	.sck(sck),
	.cs(cs),
	.sck_r(sck_r),
	.sck_f(sck_f),
	.cs_r(SPI_stop),
	.cs_f(SPI_start),
	.cs_sync(cs_s));
endmodule 
`timescale 1ns / 10ps
module data (	input clk,
					input [7:0] datain,
					input data_ready,
					output reg [7:0] dataout0,
					output reg [7:0] dataout1,
					output reg [7:0] dataout2,
					output reg [7:0] dataout3);
reg [1:0] cnt = 2'b00;
always @(posedge clk) begin
	if(~data_ready) begin
		case(cnt)
			2'b00 : begin dataout0 = datain; cnt <= cnt + 2'b01; end
			2'b01 : begin dataout1 = datain; cnt <= cnt + 2'b01; end
			2'b10 : begin dataout2 = datain; cnt <= cnt + 2'b01; end
			2'b11 : begin dataout3 = datain; cnt <= cnt + 2'b01; end
		endcase
	end
end 
endmodule 
`timescale 1ns / 10ps
module neuron (input clk,
					input data_ready,
					input [7:0] data0,
					input [7:0] data1,
					input [7:0] data2,
					input [7:0] data3,
					output [7:0] neuronout);
wire [7:0] q0,q1,q2,q3;  
wire [7:0] w0,w1,w2,w3;
wire [7:0] sumres; 		 
wire [7:0] sigres;
wire [7:0] data0_toves;
wire [7:0] data1_toves;
wire [7:0] data2_toves;
wire [7:0] data3_toves;
assign data0_toves = data0;
assign data1_toves = data1;
assign data2_toves = data2;
assign data3_toves = data3;
reg [7:0] weight0 = 1;
reg [7:0] weight1 = 1;
reg [7:0] weight2 = 1;
reg [7:0] weight3 = 1;
assign w0 = weight0;
assign w1 = weight1;
assign w2 = weight2;
assign w3 = weight3;
assign neuronout = sigres;
ves ves0(.clk(clk),.data_ready(data_ready),.a(data0_toves),.w(w0),.q(q0));
ves ves1(.clk(clk),.data_ready(data_ready),.a(data1_toves),.w(w1),.q(q1));
ves ves2(.clk(clk),.data_ready(data_ready),.a(data2_toves),.w(w2),.q(q2));
ves ves3(.clk(clk),.data_ready(data_ready),.a(data3_toves),.w(w3),.q(q3));
sum4 sum4(.clk(clk),.data_ready(data_ready),.a0(q0),.a1(q1),.a2(q2),.a3(q3),.q(sumres));
sigmoida sigmoida(.clk(clk),.data_ready(data_ready),.sigmoidain(sumres),.sigmoidaout(sigres));
endmodule 
`timescale 1ns / 10ps
module sigmoida (input clk, input data_ready, input [7:0] sigmoidain, output reg [7:0] sigmoidaout);
reg [8:0] temp;
always @(posedge clk) begin
if(~data_ready) begin
	if (sigmoidain < 128)
	begin
		if (sigmoidain < 25)
		begin
			sigmoidaout <= 0;
		end
		else
		begin
			if (sigmoidain < 107)
			begin
				temp = sigmoidain - 25;
				sigmoidaout = ((temp << 2) + temp) >> 4; 
			end
			else
			begin
				temp = 127 - sigmoidain;
				sigmoidaout = 126 - ((temp << 2) + temp);
			end
		end
	end
	else
	begin
		if (sigmoidain < 148)
		begin
			temp = sigmoidain - 128;
			sigmoidaout = 131 + ((temp << 2) + temp);
		end
		else
		begin
			if (sigmoidain < 230)
			begin
				temp = sigmoidain - 148;
				sigmoidaout = 229 + (((temp << 2) + temp) >> 4);
			end
			else
			begin
				sigmoidaout <= 255;
			end
		end
	end
end
end
endmodule 
`timescale 1ns / 10ps
module sum4 (	input clk,
					input data_ready,
					input [7:0] a0,
					input [7:0] a1,
					input [7:0] a2,
					input [7:0] a3,
					output reg [7:0] q);
reg [9:0] p;
always @(posedge clk) begin
	if(~data_ready) begin
		p = a3 + a2 + a1 + a0;
		q[7:0] = p[9:8] ? 255 : p[7:0];
	end
end
endmodule 
`timescale 1ns / 10ps
module synchronization (input clk,
								input sck,
								input cs,
								output sck_r,
								output sck_f,
								output cs_r,
								output cs_f,
								output cs_sync);
reg [2:0] sck_shiftreg;
reg [2:0] cs_shiftreg;
always @(negedge clk) begin
	sck_shiftreg <= {sck_shiftreg[1:0], sck};
	cs_shiftreg <= {cs_shiftreg[1:0], cs};
end
assign sck_r = (sck_shiftreg[2:1] == 2'b01);
assign sck_f = (sck_shiftreg[2:1] == 2'b10);
assign cs_r = (cs_shiftreg[2:1] == 2'b01);
assign cs_f =(cs_shiftreg[2:1] == 2'b10);
assign cs_sync = cs_shiftreg[2];
endmodule 
`timescale 1ns / 10ps
module top (input clk,
				input cs,
				input sck,
				input mosi,
				output [7:0] neuronout);
wire [7:0] dataout0;
wire [7:0] dataout1;
wire [7:0] dataout2;
wire [7:0] dataout3;
wire data_ready;
wire [7:0] datain;
SPI spi(
	.clk(clk), 
	.cs(cs), 
	.sck(sck), 
	.mosi(mosi),
	.received_data(datain),
	.data_ready(data_ready)
);
data data(
	.clk(clk),
	.datain(datain),
	.dataout0(dataout0),
	.dataout1(dataout1),
	.dataout2(dataout2),
	.dataout3(dataout3),
	.data_ready(data_ready)
);
neuron neuron(
	.clk(clk),
	.data_ready(data_ready),
	.data0(dataout0),
	.data1(dataout1),
	.data2(dataout2),
	.data3(dataout3),
	.neuronout(neuronout)
);
endmodule 
`timescale 1ns / 10ps
module ves (input clk,
				input data_ready,
				input [7:0] a,
				input [7:0] w,
				output reg [7:0] q);
reg [15:0] p; 
always @(posedge clk) begin
	if (~data_ready) begin
		p = a * w;
		q[7:0] = p[15:8] ? 255 : p[7:0];
	end
end
endmodule 
==> flow/constraint.sdc <==
current_design top

set clk_period 7.3
set clk_io_pct 0.2

create_clock -name clk0 -period $clk_period [get_ports {clk}]

set non_clock_inputs [all_inputs -no_clocks]
set_input_delay [expr $clk_period * $clk_io_pct] -clock clk0 $non_clock_inputs
set_output_delay [expr $clk_period * $clk_io_pct] -clock clk0 [all_outputs]
==> flow/run.sh <==
#!/bin/bash
# OpenROAD 26Q1-2900-gdf79404cd8, Yosys 0.63+post, stock flow scripts
make -C /OpenROAD-flow-scripts/flow DESIGN_CONFIG=/design/flow/config.mk WORK_HOME=/design/flow/orfs finish
==> flow/config.mk <==
export PLATFORM = sky130hd
export DESIGN_NAME = top
export DESIGN_NICKNAME = top
export VERILOG_FILES = /design/flow/design.v
export SDC_FILE = /design/flow/constraint.sdc
export NUM_CORES = 4
export LEC_CHECK = 1
export CORE_UTILIZATION = 40
==> out/metrics.yaml <==
status: "complete, no violations"
dp_hpwl_um: 6750
syn_area_per_cell_um2: 13.1
tightestPinTransition_ns: 0.817
yosys.cell_count.top_type: "edfxtp_1"
startpoint: "spi.i_dut0.cs_shiftreg[2]"
worstPathRequired_ns: 7.31
io_buffers: 11
seq_power_share_pct: 32.9
warnings: 40
hold_viol: 0
cts_tree: "yes"
drive_gt1_share_pct: 9.13
worstHoldStart: "spi.i_dut0.cs_shiftreg[1]"
unclocked_regs: 16
hp-class: "flip-flop to flip-flop"
drtIter0Drc: 189
async_reset_ff_share_pct: 0
antenna_found_initial: 0
finClkSkew_ns: 0.0631
cts-root-buf: "clkbuf_16"
p_int_mw: 1.26
fp-row-count: 42
first_global_vias: 3112
wl_met1_um: 4080
startpoint_type: "flip-flop"
crit_arrival_ns: 5.33
wl_per_cell_um: 14.3
grt_max_degree: 34
flop_cell: "edfxtp_1"
p_leak_nw: 2.28
dieArea_um2: 14300
yosysSeqAreaShare_pct: 53.9
initCoreUtil_pct: 41.5
wl_met3_um: 297
max-clock-path-buffers: 2
top_area_share_pct: 48.8
gp_congestion: 0.874
ant_nets: 0
drc: 0
die_y_um: 120
num_io_pins: 12
cp_max_fo: 33
routed_via_density: 5.16
cts_hold_buf: 0
critPathCaptureType: "flip-flop"
synth_chip_area_um2: 5530
cts_buffers: 9
pwr-share-comb_pct: 43.7
untimed_endpoints: 56
cts_max_level: 3
antenna_cells: 0
reg2reg_from: "spi.i_dut0.cs_shiftreg[2]"
synthTopCellsByArea: "edfxtp_1 49%, ha_1 9.5%, fa_1 6.1%, dfxtp_1 5.1%, xnor2_1 3.6%"
slew_violations: 0
cap_violations: 0
via_count: 3225
max-slew-margin-rel_pct: 45.4
rsz0062_at_grt: "false"
clkTransAtPathRegs_ns: 0.06
syn-instance-count: 424
power_per_cell_area_nw_per_um2: 322
first_pass_iters: 4
switching_share_pct: 36.5
ys_cells: 424
setup_viol: 0
grt_use_total_pct: 13.9
vdd_ir_drop_max_mv: 0.161
overflow: 0
power.total_mw: 1.98
wl_um: 8930
post_cts_resized: 0
ys_types: 70
core_um2: 13300
ys_ff: 104
largest_area_cell: "edfxtp_1"
critPathKind: "flip-flop to flip-flop"
power.switching_mw: 0.724
postCtsSetupRepairBufs: 0
power.share.clock_pct: 23.4
wl_met2_um: 4430
netlist_area_um2: 5530
clk_latency_ns: 0.39
die_w_um: 120
syn2layout_area_growth_pct: 11.4
yosysWarnings: 7
highest_layer: "met4"
final.setup.tns_ns: 0
grt_pass1_wl_um: 14900
netlist_top_cells_count: "90 x edfxtp_1, 42 x ha_1, 28 x inv_1"
edf_count: 90
sequential cells by signal (all words and copies together) (netlist names):
register                     count
data.dataout3                    8
neuron.ves2.q                    8
neuron.sum4.q                    8
neuron.sigmoida.sigmoidaout      8
neuron.ves3.q                    8
neuron.ves1.q                    8
spi.data                         8
spi.i_dut0.cs_shiftreg           3
spi.i_dut0.sck_shiftreg          3
data.dataout0                    8
data.dataout2                    8
data.cnt                         2
neuron.ves0.q                    8
spi.received_data                8
data.dataout1                    8
layout make-up:
cell class	count	area [um^2]
repair buffers	15	140
flip-flops and latches	104	2980
multi-input cells	281	2390
clock inverters	13	104
clock buffers	9	225
well taps	176	220
inverters	27	101
fillers	1156	7180
kinds of logic after synthesis:
kind of cell | after synthesis | synth area share (%)
AOI/OAI and AO/OA | 99 | 13.2
xor gates and xnor gates | 30 | 5.00
adders and majority gates | 59 | 15.6
buffers and inverters | 39 | 2.92
DFF | 104 | 53.9
muxes | 2 | 0.384
and+or+nand+nor | 91 | 9.00
power groups by stage:
| stage | Clock [mW] | Sequential [mW] | Combinational [mW] |
|---|---|---|---|
| after CTS | 0.476 | 0.654 | 0.874 |
| after global routing | 0.504 | 0.659 | 0.959 |
| final | 0.464 | 0.652 | 0.866 |
final timing paths:
path	endpoint	slack [ns]	depth (start not counted)
worst max-delay path	neuron.ves0.q[0]	1.98	2
worst min-delay path	spi.i_dut0.cs_shiftreg[2]	0.32	0
worst max register to register	neuron.ves0.q[0]	1.98	2
worst min register to register	spi.i_dut0.cs_shiftreg[2]	0.32	0
stage by stage:
step	instance area, um^2	util (%)	std cells	hold WS [ns]	setup slack, ns
global route	6160	46.2	625	0.321	1.84
floorplan	5530	-	424	0.310	1.77
finish	6160	46.2	625	0.318	1.98
CTS	6160	46.2	625	0.322	1.93
global placement	5840	43.7	604	0.313	1.68
detailed placement	5840	43.7	604	0.318	1.67
critical path: stages (launching register included):
cell and delay, ns:
dfxtp_1 0.34, inv_2 0.51, buf_4 0.43
cells in the final DEF (no fill, tap or decap), drive strengths merged, types with 5 or more instances in the layout:
master,synthesis,final
xnor2,23,23
clkdlybuf4s50,0,11
o21ai,22,22
nand3,17,17
nand2,17,17
edfxtp,90,90
nor2b,10,10
o21a,6,6
xor2,6,6
nor3,5,5
a21oi,17,17
clkbuf,2,9
o211ai,11,11
nand2b,6,6
inv,28,38
nor2,15,15
ha,42,42
dfxtp,14,14
fa,17,17
per-layer routing:
metal / vias to the layer above / global-route usage (%)
met3: 8 / 2.86
met4: 0 / 1.88
met1: 1553 / 21.6
met2: 38 / 22.2
li1: 1626 / -
met5: - / 0
Power is estimated from default activity; no workload was simulated.
